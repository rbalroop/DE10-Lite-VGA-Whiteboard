[/design/flow/design.v]
module ClockDivider(
    input  wire cin,         
    output reg  cout = 1'b0  
);
    always @(posedge cin) begin
        cout <= ~cout;
    end
endmodule
module Cursor(
	input wire clk,
	input wire move_up,
	input wire move_down,
	input wire move_left,
	input wire move_right,
	input wire is_running,
	input wire draw_or_erase,
	input wire clear,
	output reg [6:0] horizontal_cursor_position,
	output reg [5:0] vertical_cursor_position,
	output reg should_pixel_be_black_or_white,
	output wire [6:0] PauseStateDisplayOutput,
	output wire [6:0] DrawStateDisplayOutput
);
assign run_switch = is_running; 
wire move_up_active;
assign move_up_active = ~move_up;
wire move_down_active;
assign move_down_active = ~move_down;
wire move_left_active;
assign move_left_active = ~move_left;
wire move_right_active;
assign move_right_active = ~move_right;
reg [22:0] movement_counter;
wire can_cursor_move = (movement_counter == 23'd0);
initial 
	begin 
		horizontal_cursor_position = 7'd0;
		vertical_cursor_position = 6'd0;
		should_pixel_be_black_or_white = 1'b0;
		movement_counter = 23'd0;
end
always @(posedge clk) begin
	if (clear) begin 
		horizontal_cursor_position <= 7'd0;
		vertical_cursor_position   <= 6'd0;
		should_pixel_be_black_or_white <= 1'b0;
		movement_counter <= 23'd0;
	end
	else begin
		movement_counter <= movement_counter + 23'd1;
		if (is_running && can_cursor_move) begin
			if (draw_or_erase) begin
				should_pixel_be_black_or_white <= 1'b1;
				if (move_up_active && vertical_cursor_position > 0) begin
					vertical_cursor_position <= vertical_cursor_position - 1;
				end
				if (move_down_active && vertical_cursor_position < 6'd59) begin
					vertical_cursor_position <= vertical_cursor_position + 1;
				end
				if (move_left_active && horizontal_cursor_position > 0) begin
					horizontal_cursor_position <= horizontal_cursor_position - 1;
				end
				if (move_right_active && horizontal_cursor_position < 7'd79) begin
					horizontal_cursor_position <= horizontal_cursor_position + 1;
				end			
			end
			else begin
				should_pixel_be_black_or_white <= 1'b0;
				if (move_up_active && vertical_cursor_position > 0) begin
					vertical_cursor_position <= vertical_cursor_position - 1;
				end
				if (move_down_active && vertical_cursor_position < 6'd59) begin
					vertical_cursor_position <= vertical_cursor_position + 1;
				end
				if (move_left_active && horizontal_cursor_position > 0) begin
					horizontal_cursor_position <= horizontal_cursor_position - 1;
				end
				if (move_right_active && horizontal_cursor_position < 7'd79) begin
					horizontal_cursor_position <= horizontal_cursor_position + 1;
				end	
			end
		end		
	end
end
PauseStateDisplay PauseStateDisplayInstance(.x(~is_running), .segments(PauseStateDisplayOutput));
DrawStateDisplay DrawStateDisplayInstance(.x(~draw_or_erase), .segments(DrawStateDisplayOutput));
endmodule
module DrawStateDisplay(x,segments);
	input x;
	output [6:0] segments;
	assign segments[0] = 1'b0;
	assign segments[1] = x;
	assign segments[2] = x;
	assign segments[3] = 1'b0;
	assign segments[4] = 1'b0;
	assign segments[5] = 1'b0;
	assign segments[6] = ~x;
endmodule
module FrameBuffer(
	input wire clk,
	input wire [6:0] x_coordinate_of_pixel_to_write,
	input wire [5:0] y_coordinate_of_pixel_to_write,
	input wire [6:0] x_coordinate_of_pixel_to_read,
	input wire [5:0] y_coordinate_of_pixel_to_read,
	input wire should_cursor_pixel_be_black_or_white,
	input wire clear,
	output reg is_vga_pixel_black_or_white
);
reg frame_buffer_memory [0:59][0:79];
integer row_index;
integer column_index;
initial begin
	for (row_index = 0; row_index <= 59; row_index = row_index + 1)
		for (column_index = 0; column_index <= 79; column_index = column_index + 1)
			frame_buffer_memory[row_index][column_index] = 1'b0;
end
always @(posedge clk) 
begin
	if (clear)
		begin
			for (row_index = 0; row_index <= 59; row_index = row_index + 1)
				for (column_index = 0; column_index <= 79; column_index = column_index + 1)
					frame_buffer_memory[row_index][column_index] <= 1'b0;
			is_vga_pixel_black_or_white <= 1'b0;
		end
	else 
		begin
			if (x_coordinate_of_pixel_to_write <= 79 && y_coordinate_of_pixel_to_write <= 59) 
				begin
					frame_buffer_memory[y_coordinate_of_pixel_to_write][x_coordinate_of_pixel_to_write] <= should_cursor_pixel_be_black_or_white;
				end
			if (x_coordinate_of_pixel_to_read <= 79 && y_coordinate_of_pixel_to_read <= 59) 
				begin
					is_vga_pixel_black_or_white <= frame_buffer_memory[y_coordinate_of_pixel_to_read][x_coordinate_of_pixel_to_read];
				end 
			else 
				begin
					is_vga_pixel_black_or_white <= 1'b0;
				end
		end
end
endmodule
module PauseStateDisplay(x,segments);
	input x;
	output [6:0] segments;
	assign segments[0] = x;
	assign segments[1] = 1'b0;
	assign segments[2] = 1'b0;
	assign segments[3] = 1'b1;
	assign segments[4] = x;
	assign segments[5] = x;
	assign segments[6] = x;
endmodule
module VGA(
	input wire clk, 
	input wire is_pixel_black_or_white,
	input wire [6:0] horizontal_coordinate_for_cursor,
	input wire [5:0] vertical_coordinate_for_cursor,
	output wire horizontal_sync, 
	output wire vertical_sync, 
	output wire [6:0] x_coordinate_for_cell,
	output wire [5:0] y_coordinate_for_cell,
	output [3:0] red, 
	output [3:0] green, 
	output [3:0] blue 
); 
reg [9:0] horizontal_counter = 10'd0; 
reg [9:0] vertical_counter = 10'd0; 
reg [3:0] tempRed = 4'd0; 
reg [3:0] tempGreen = 4'd0; 
reg [3:0] tempBlue = 4'd0; 
wire [9:0] normalized_horizontal_counter = horizontal_counter - 10'd144;
wire [9:0] normalized_vertical_counter = vertical_counter - 10'd35;
assign x_coordinate_for_cell = normalized_horizontal_counter >> 3;
assign y_coordinate_for_cell = normalized_vertical_counter >> 3;
always @(posedge clk) begin 
	if (horizontal_counter < 10'd799) 
		horizontal_counter <= horizontal_counter + 10'd1; 
	else horizontal_counter <= 10'd0; 
end 
always @(posedge clk) begin 
	if (horizontal_counter == 10'd799) begin 
		if (vertical_counter < 10'd524) 
			vertical_counter <= vertical_counter + 10'd1; 
		else 
			vertical_counter <= 10'd0; 
	end 
end 
assign horizontal_sync = (horizontal_counter >= 10'd0 && horizontal_counter < 10'd96) ? 1'b1:1'b0; 
assign vertical_sync = (vertical_counter >= 10'd0 && vertical_counter < 10'd2) ? 1'b1:1'b0;
assign red = tempRed;
assign green = tempGreen;
assign blue = tempBlue;
always @(posedge clk) begin
	if (horizontal_counter >= 10'd144 && horizontal_counter <= 10'd783 && vertical_counter >= 10'd35 && vertical_counter <= 10'd514) begin
			if (horizontal_coordinate_for_cursor == x_coordinate_for_cell && vertical_coordinate_for_cursor == y_coordinate_for_cell) begin
				tempRed <= 4'h0;
				tempGreen <= 4'h0;
				tempBlue <= 4'hF;
			end
			else if (is_pixel_black_or_white == 1'b1) begin
				tempRed <= 4'h0;
				tempGreen <= 4'h0;
				tempBlue <= 4'h0;
			end
			else begin
				tempRed <= 4'hF;
				tempGreen <= 4'hF;
				tempBlue <= 4'hF;
			end
	end
	else 
		begin
			tempRed <= 4'h0;
			tempGreen <= 4'h0;
			tempBlue <= 4'h0;
		end
end
endmodule
module Whiteboard(
	input wire CLOCK_50, input wire move_up, input wire move_down, input wire move_left, input  wire move_right, input wire is_running,        
   input wire draw_or_erase, input wire clear, output wire VGA_HS, output wire VGA_VS, output wire [3:0]  VGA_R, output wire [3:0] VGA_G,
   output wire [3:0] VGA_B, output wire [6:0] PauseStateDisplayOutput, output wire [6:0] DrawStateDisplayOutput);
	wire clk;
	ClockDivider ClockDividerInstance(CLOCK_50, clk);
   wire [6:0] vga_cell_x;  
   wire [5:0] vga_cell_y;   
   wire [6:0] cursor_x;     
   wire [5:0] cursor_y;     
	wire pixel_from_framebuffer;   
   wire pixel_from_cursor;        
   VGA VGAInstance(.clk(clk), .is_pixel_black_or_white (pixel_from_framebuffer), .horizontal_coordinate_for_cursor(cursor_x), .vertical_coordinate_for_cursor(cursor_y),
	.horizontal_sync(VGA_HS), .vertical_sync(VGA_VS), .x_coordinate_for_cell(vga_cell_x), .y_coordinate_for_cell(vga_cell_y), .red(VGA_R), .green(VGA_G), .blue(VGA_B));
   Cursor CursorInstance(.clk(clk), .move_up(move_up), .move_down(move_down), .move_left(move_left), .move_right(move_right), 
	.is_running(is_running), .draw_or_erase(draw_or_erase), .clear(clear), .horizontal_cursor_position(cursor_x), .vertical_cursor_position(cursor_y), 
	.should_pixel_be_black_or_white(pixel_from_cursor), .PauseStateDisplayOutput(PauseStateDisplayOutput), .DrawStateDisplayOutput(DrawStateDisplayOutput));
   FrameBuffer FrameBufferInstance(.clk(clk), .x_coordinate_of_pixel_to_write(cursor_x), .y_coordinate_of_pixel_to_write(cursor_y),
	 .x_coordinate_of_pixel_to_read(vga_cell_x), .y_coordinate_of_pixel_to_read(vga_cell_y), .should_cursor_pixel_be_black_or_white (pixel_from_cursor), 
	 .clear(clear), .is_vga_pixel_black_or_white(pixel_from_framebuffer));
endmodule
[/design/flow/run.sh]
#!/bin/bash
# OpenROAD 26Q1-2900-gdf79404cd8, Yosys 0.63+post, stock flow scripts
make -C /OpenROAD-flow-scripts/flow DESIGN_CONFIG=/design/flow/config.mk WORK_HOME=/design/flow/orfs finish
[/design/flow/config.mk]
export PLATFORM = sky130hd
export DESIGN_NAME = Whiteboard
export DESIGN_NICKNAME = Whiteboard
export VERILOG_FILES = /design/flow/design.v
export SDC_FILE = /design/flow/constraint.sdc
export NUM_CORES = 4
export LEC_CHECK = 1
export CORE_UTILIZATION = 30
export SYNTH_MEMORY_MAX_BITS = 65536
[/design/flow/constraint.sdc]
current_design Whiteboard

set clk_period 217.2
set clk_io_pct 0.2

create_clock -name clk0 -period $clk_period [get_ports {CLOCK_50}]

set non_clock_inputs [all_inputs -no_clocks]
set_input_delay [expr $clk_period * $clk_io_pct] -clock clk0 $non_clock_inputs
set_output_delay [expr $clk_period * $clk_io_pct] -clock clk0 [all_outputs]
==> PnR_summary.wiki <==
=== Physical design figures ===
{| class="wikitable"
! Metric !! Value
|-
| Number of unconstrained endpoints || between 15000 and 20000
|-
| Worst R2R Start || ClockDividerInstance.cout
|-
| Depth of the worst register-to-register path || 1
|-
| Via count of the first global-routing pass || 249900
|-
| Count of synthesis-stage warnings from yosys || 5
|-
| CTS clk-pin slew, worst paths || 0.01 ns
|-
| #FFs+latches synth || just over 8000
|-
| Wire length of the first global-routing pass || 1919 mm
|-
| Minimum clock period || 87.95 ns
|-
| Chip area line of the yosys report || 384300 sq um
|-
| Power per standard cell area || 0.1407 nW/um^2
|-
| Number of fill cells in the layout || 123100
|-
| Final Max Slew Viols || 0
|-
| Critical Path, Cell by Cell || clkdlybuf4s50_1 -> inv_1 -> clkdlybuf4s50_1
|-
| Hold Fails Final Rpt || 0
|-
| Required time at the endpoint of the critical path || 173.76 ns
|-
| P&R area growth vs syn || 5.074%
|-
| Tcrit/Tclk final || about two fifths
|-
| Number of cells in Yosys stat || 30380
|-
| Switching share of power || between 50% and 60%
|-
| Overall die area || 1286000 sq um
|-
| Status || finished with violations
|-
| Number of buffers inserted by hold repair at cts || 0
|-
| Wire length per cell || 30.50 um
|-
| Number of instances on the worst hold path || 1
|-
| DRC || 0
|-
| Type of the worst setup path || primary input to output port
|-
| Via-to-Cell Ratio || 5.597
|-
| Total wire length || 1398 mm
|-
| Highest net fanout along the worst path || 5
|-
| Number of distinct standard cells referenced by the synthesized netlist || 100
|-
| Overall via count from detail_route || 256600
|-
| Setup TNS Final || 0 ns
|-
| Start point of the worst hold path || ClockDividerInstance.cout
|-
| Net switching power of the design || around 0.000032 W
|-
| P_int || ~0.000024 W
|-
| Total Routing Usage GR || 22.56%
|-
| Antenna-violating nets left || 2
|-
| Initial core utilization || 30.10%
|-
| MaxCap Viol Count || 0
|-
| Final global-route overflow total || 0
|-
| Main flop type || sky130_fd_sc_hd__edfxtp_1
|-
| Post-synth tally of flip-flops with integrated enable || approximately 8200
|-
| Die Ht || 1.134 mm
|-
| Slew HR || about 13%
|-
| Cell occurring most often along the worst timing path || sky130_fd_sc_hd__clkdlybuf4s50_1
|-
| Critical Path Max Stage Delay || 0.50 ns
|-
| Highest clock frequency the design can meet || about 0.011 GHz
|-
| Core area || 1277000 sq um
|-
| Most frequent logic cell in the layout || sky130_fd_sc_hd__edfxtp_1
|-
| Seq/Total Area, Yosys || between 60% and 70%
|-
| Type of element capturing the critical path || output port
|-
| Class of the tightest hold or removal check || register to register
|-
| Post-CTS resize count || 0
|-
| Number of search-and-repair iterations in the first detailed-routing pass || 10
|-
| Width of the die || 1.134 mm
|-
| Final setup violation count || 0
|-
| Number of standard-cell rows in the floorplan || 415
|-
| Reported leakage power || approximately 110 nW
|-
| Mean instance size in the synthesized netlist || around 13 sq um
|-
| Setup repair after global routing missed its margin || no
|-
| Startpoint type of the worst setup path || primary input
|-
| Count of unclocked register or latch pins || 8252
|-
| Top Layout Cells || 8202 x sky130_fd_sc_hd__edfxtp_1, 7334 x sky130_fd_sc_hd__nor2_1, 4946 x sky130_fd_sc_hd__o21ai_0, 1499 x sky130_fd_sc_hd__mux4_2, 1199 x sky130_fd_sc_hd__mux2i_1
|-
| Worst-case register-to-register setup slack || 216.08 ns
|-
| Async set or reset register ratio after synthesis || 0%
|-
| Layout cells sized above 1 || approximately a tenth
|-
| Number of input and output port buffers inserted || 28
|-
| End of the worst register-to-register path || ClockDividerInstance.cout
|-
| Initial antenna violation count || 153
|-
| Log Warnings || 798
|-
| Buffers inserted during post-CTS setup optimization || 0
|-
| Pin count of the biggest net entering global routing || 247
|-
| Num ports || 36
|-
| 1st-iter DRT viols || 24320
|-
| HPWL after detailed placement || 826.7 mm
|-
| Actual transition at the worst max-transition pin || 1.289 ns
|-
| Routability congestion estimate || 0.9343
|-
| Worst endpoint data arrival time || 44.51 ns
|-
| Worst vdd ir || 0.0008539 mV
|-
| Violations in the final reports || antenna violations
|-
| Tightest hold margin || 0.7516 ns
|-
| Syn Std Cell Area || 384300 sq um
|-
| Critical-path top delay cell || sky130_fd_sc_hd__clkdlybuf4s50_1
|-
| Clk ins delay skew pair || 0 ns
|-
| Worst min-delay path endpoint || ClockDividerInstance.cout
|-
| Mapped Cells || 30380
|-
| Worst-case clock skew || 0 ns
|}
[routing by layer]
metal	share of wire, %	up-vias	GRT usage (%)	wire length (um)
met1	29	125200	21.31	405000
met4	7.2	225	13.70	100500
met2	43	20640	31.07	599100
met5	0.65	-	6.014	9044
met3	20	4060	20.48	284600
li1	-	106400	-	-
[worst max-delay path by stage]
stage        startpoint                    endpoint  slack (ns)  depth (start not counted)
4_1_cts      is_running  PauseStateDisplayOutput[4]      129.25                          3
5_1_grt   draw_or_erase   DrawStateDisplayOutput[2]      129.21                          3
6_report     is_running  PauseStateDisplayOutput[4]      129.25                          3
[cells by family (layout without fill, tap and decap cells)]
kind of cell	Yosys count	count (layout)	share of synthesized area [%]
xor+xnor	91	91	0.2142
simple gates	8643	8643	8.752
buf+inv	4042	1195	4.776
fa+ha+maj	46	46	0.1615
other cells	2	1421	0.001954
compound gates	6516	6516	9.375
mux	2787	2787	12.36
flops	8253	8253	64.36
[metrics by stage]
step,power (W),cells,cell area (sq um),setup slack [ns],util [%]
floorplan,0.00004774,31470,388400,115.82,-
global placement,0.00005304,45510,403000,129.21,31.56
detailed placement,0.00005584,45510,403000,129.24,31.56
CTS,0.00005595,45510,403000,129.25,31.56
global route,0.00006258,45660,403300,129.21,31.59
finish,0.00005682,45840,403800,129.25,31.62
[critical path: cells and delay by family]
kind / cells / cell delay, ns
buf+inv: 3 / 1.07
[sequential cells by signal, summed over array words and instances, names as in the netlist]
signal                                           flops
VGAInstance.tempRed                                  1
VGAInstance.horizontal_counter                      10
CursorInstance.should_pixel_be_black_or_white        1
VGAInstance.tempBlue                                 1
CursorInstance.horizontal_cursor_position            7
FrameBufferInstance.frame_buffer_memory           8192
FrameBufferInstance.is_vga_pixel_black_or_white      1
CursorInstance.movement_counter                     23
VGAInstance.vertical_counter                        10
CursorInstance.vertical_cursor_position              6
ClockDividerInstance.cout                            1
[Yosys cell counts (17+ instances only)]
| cell | count | area (sq um) |
|---|---|---|
| sky130_fd_sc_hd__xor2_1 | 42 | 367.9 |
| sky130_fd_sc_hd__edfxtp_1 | 8202 | 246300 |
| sky130_fd_sc_hd__a22oi_1 | 39 | 292.8 |
| sky130_fd_sc_hd__mux2i_1 | 1199 | 12000 |
| sky130_fd_sc_hd__a2111oi_0 | 24 | 210.2 |
| sky130_fd_sc_hd__o21ai_0 | 4946 | 24750 |
| sky130_fd_sc_hd__a221oi_1 | 18 | 157.7 |
| sky130_fd_sc_hd__nand2_1 | 615 | 2308 |
| sky130_fd_sc_hd__buf_1 | 107 | 401.6 |
| sky130_fd_sc_hd__nor4_1 | 56 | 350.3 |
| sky130_fd_sc_hd__inv_1 | 29 | 108.9 |
| sky130_fd_sc_hd__o211ai_1 | 26 | 195.2 |
| sky130_fd_sc_hd__a21o_1 | 20 | 150.1 |
| sky130_fd_sc_hd__buf_2 | 211 | 1056 |
| sky130_fd_sc_hd__nand3_1 | 202 | 1011 |
| sky130_fd_sc_hd__a21oi_1 | 360 | 1802 |
| sky130_fd_sc_hd__o221ai_1 | 408 | 3573 |
| sky130_fd_sc_hd__mux2_2 | 39 | 439.2 |
| sky130_fd_sc_hd__o31ai_1 | 18 | 135.1 |
| sky130_fd_sc_hd__clkbuf_8 | 20 | 275.3 |
| sky130_fd_sc_hd__and3_1 | 30 | 187.7 |
| sky130_fd_sc_hd__buf_12 | 35 | 700.7 |
| sky130_fd_sc_hd__xnor2_1 | 47 | 411.6 |
| sky130_fd_sc_hd__nand4_1 | 49 | 306.5 |
| sky130_fd_sc_hd__clkbuf_1 | 3288 | 12340 |
| sky130_fd_sc_hd__dfxtp_1 | 51 | 1021 |
| sky130_fd_sc_hd__o22ai_1 | 312 | 1952 |
| sky130_fd_sc_hd__o2111ai_1 | 24 | 210.2 |
| sky130_fd_sc_hd__a31oi_1 | 67 | 419.2 |
| sky130_fd_sc_hd__o311ai_0 | 27 | 236.5 |
| sky130_fd_sc_hd__a211oi_1 | 81 | 608.1 |
| sky130_fd_sc_hd__buf_4 | 156 | 1171 |
| sky130_fd_sc_hd__buf_6 | 146 | 1644 |
| sky130_fd_sc_hd__a311oi_1 | 17 | 148.9 |
| sky130_fd_sc_hd__or3_1 | 20 | 125.1 |
| sky130_fd_sc_hd__ha_1 | 40 | 500.5 |
| sky130_fd_sc_hd__mux4_2 | 1499 | 33760 |
| sky130_fd_sc_hd__a32oi_1 | 29 | 254.0 |
| sky130_fd_sc_hd__nor3_1 | 204 | 1021 |
| sky130_fd_sc_hd__mux4_1 | 50 | 1314 |
| sky130_fd_sc_hd__and2_1 | 23 | 143.9 |
| sky130_fd_sc_hd__nor2_1 | 7374 | 27680 |
| sky130_fd_sc_hd__buf_8 | 39 | 585.6 |
[final cells by class]
class,instances,area (sq um),area share [%]
flip-flops and latches,8253,247300,61.25
inverters,33,146.4,0.03625
repair buffers,1162,9164,2.269
multi-input cells,19180,125200,31.01
well taps,16890,21130,5.233
diodes,326,815.8,0.2020
Power figures rest on the tool's default switching activity, not on a simulated workload.
